**./config.mk**
```make
export PLATFORM = sky130hd
export DESIGN_NAME = snn_register_file
export DESIGN_NICKNAME = snn_register_file
export VERILOG_FILES = /design/flow/design.v
export SDC_FILE = /design/flow/constraint.sdc
export NUM_CORES = 4
export LEC_CHECK = 1
export CORE_UTILIZATION = 30
```
**./constraint.sdc**
```tcl
current_design snn_register_file

set clk_period 5.9
set clk_io_pct 0.2

create_clock -name clk0 -period $clk_period [get_ports {clk}]

set non_clock_inputs [all_inputs -no_clocks]
set_input_delay [expr $clk_period * $clk_io_pct] -clock clk0 $non_clock_inputs
set_output_delay [expr $clk_period * $clk_io_pct] -clock clk0 [all_outputs]
```
**./design.v**
```verilog
module snn_register_file #(
    parameter WIDTH = 16,
    parameter REG_COUNT = 32
)(
    input wire clk,
    input wire reset,
    input wire wr_en,
    input wire rd_en,
    input wire [$clog2(REG_COUNT)-1:0] addr,
    input wire signed [WIDTH-1:0] data_in,
    output reg signed [WIDTH-1:0] data_out
);
    reg signed [WIDTH-1:0] registers [0:REG_COUNT-1];
    integer i;
    always @(posedge clk or posedge reset) begin
        if (reset) begin
            for (i = 0; i < REG_COUNT; i = i + 1)
                registers[i] <= 0;
        end else if (wr_en) begin
            registers[addr] <= data_in;
        end
    end
    always @(*) begin
        if (rd_en)
            data_out = registers[addr];
        else
            data_out = 0;
    end
endmodule
```
**./run.sh**
```bash
#!/bin/bash
# OpenROAD 26Q1-2900-gdf79404cd8, Yosys 0.63+post, stock flow scripts
make -C /OpenROAD-flow-scripts/flow DESIGN_CONFIG=/design/flow/config.mk WORK_HOME=/design/flow/orfs finish
```
==> run_results.csv <==
group,metric,value,unit
logic_synthesis,topCellsByArea,"dfrtp_1, mux2_2, a22oi_1",
timing,hold_viol,0,
global_route,grt_usage,0.230,
timing,maxSlewHeadroom,0.282,
worst_setup_path,crit_slowest_cell,"nor3_2",
clock_network,worstSkewPairLatency,0.63,ns
floorplanning,coreArea,76300,µm²
route,drc_errors,0,
timing,min_period,5.90,ns
floorplanning,die_w,281,µm
worst_setup_path,required,4.72,ns
layout,largestRegisters,"registers x512",
worst_setup_path,cp.buffers_inverters,3,
layout,synthToLayoutAreaGrowth,16.1,%
logic_synthesis,synth-edff-count,0,
logic_synthesis,syn_inst,1751,
worst_setup_path,r2r_end,"registers[11][7]",
floorplanning,fp.dieH,281,µm
min_path,hold_path.class,"flop to flop",
clock_network,cts_setup_buffers,0,
worst_setup_path,critical_path.max_stage_delay,0.79,ns
status,violations,"setup timing",
worst_setup_path,r2r_cells,1,
logic_synthesis,synth_area,23300,µm²
clock_network,cts_sinks,512,
placement,routabilityCongestion,0.967,
clock_network,post_cts_resized,0,
worst_setup_path,r2r_slack,5.10,ns
worst_setup_path,cp-start-kind,"input pin",
layout,layout_top_cells,"mux2_2, dfrtp_1, a22oi_1",
global_route,antenna_found_initial,3,
global_route,grt_max_degree,125,
route,viasPerCell,5.65,
worst_setup_path,worstPathMaxFanout,8,
timing,rsz0062_at_grt,"false",
global_route,grt_pass1_vias,16700,
worst_setup_path,cp_top_family,"simple AND/OR/NAND/NOR gates",
worst_setup_path,timing.critical_path.cells,"clkdlybuf4s50_1, or2_2, nor3_2, a22oi_1, nand4_1, a21oi_1, a31oi_1, buf_4, clkdlybuf4s50_1",
logic_synthesis,largest_area_cell,"dfrtp_1",
floorplanning,io_pins,41,
route,dr.pass1.iters,6,
worst_setup_path,end_kind,"output port",
clock_network,cts_hold_buf,0,
route,via_count,16400,
worst_setup_path,r2r_start,"registers[11][7]",
timing,fmax,169,MHz
layout,layout.cells.most_common,"mux2_2",
logic_synthesis,synthArstFlopShare,1.00,
clock_network,cts.htree.levels,2,
timing,setup-tns-final,-0.00344,ns
timing,period_used_share,1.00,
power_and_ir_drop,irDropWorstVdd,0.243,mV
worst_setup_path,endpoint,"data_out[9]",
clock_network,cts_buffer_depth,3,
global_route,grt_pass1_wl,124000,µm
power_and_ir_drop,cellLeakagePower,0.0119,µW
layout,regMostFlops,"registers",
logic_synthesis,ff_type,"dfrtp_1",
logic_synthesis,yosysUniqueCellTypes,59,
power_and_ir_drop,power_density,345,nW/µm²
layout,largest_reg_flops,512,
worst_setup_path,worst-setup-path-type,"input pin to output port",
logic_synthesis,ys_cells,1751,
logic_synthesis,syn_avg_cell_area,13.3,µm²
logic_synthesis,ys_area,23300,µm²
placement,dpl.hpwl,55400,µm
global_route,gr-total-overflow,0,
floorplanning,core.rowCount,101,
clock_network,cts_root_buf,"clkbuf_16",
job,cap_violations,0,
worst_setup_path,critPathLaunch,"addr[3]",
clock_network,cts_buffers,55,
floorplanning,initial_core_util,0.305,
route,avgRoutedWirePerCell,29.9,µm
placement,place_ws,0.118,ns
worst_setup_path,crit_top_cell,"clkdlybuf4s50_1",
layout,layout-drive-gt1-share,0.422,
route,drt-initial-drc-count,1359,
logic_synthesis,ys_seq_share,0.550,
timing,slew_violations,0,
placement,io_buffer_count,40,
status,status,"finished with violations",
timing,setup_slack,-0.00344,ns
logic_synthesis,ys.flops,512,
worst_setup_path,cp.arrival,4.72,ns
clock_network,clk_pin_slew,0.06,ns
route,ant_nets,0,
timing,fin_skew,0,ns
timing,worstMarginPinSlew,1.07,ns
floorplanning,dieArea,78700,µm²
job,log.warning_count,32,
timing,finalSetupViolCount,1,
clock_network,cts_tree,"built",
worst_setup_path,cp.depth,9,
logic_synthesis,top_area_frac,0.550,
logic_synthesis,yosys_warnings,2,
route,wirelength,86500,µm
[metrics by stage]
stage,utilization,power (µW),area (µm²),std cells,hold slack (ns)
floorplan,-,5370,23300,1751,0.459
finish,0.354,9340,27000,2894,0.497
detailed placement,0.330,5790,25200,2795,0.480
global placement,0.330,5740,25200,2795,0.470
CTS,0.354,9370,27000,2893,0.495
global route,0.354,9680,27000,2893,0.511
[report_power, final]
part	switching, µW	leakage (µW)	internal, µW
Sequential	344	0.00655	4190
Clock	1460	0.000918	2120
Combinational	564	0.00443	657
[synth_stat cells (all sizes together) (12+ instances only)]
| library cell | number |
|---|---|
| a21oi | 26 |
| a22o | 16 |
| a22oi | 159 |
| a31oi | 12 |
| a32oi | 15 |
| buf | 96 |
| clkbuf | 53 |
| dfrtp | 512 |
| mux2 | 521 |
| mux2i | 12 |
| nand2 | 61 |
| nand3 | 36 |
| nand4 | 19 |
| nor2 | 53 |
| nor3 | 25 |
| o21ai | 30 |
[routing by layer]
layer  wire, µm  track usage  vias to the layer above
li1           -            -                     6667
met2      38700        0.341                      785
met4       3730       0.0783                        6
met1      35000        0.312                     8686
met5         33            0                        -
met3       9090       0.0899                      218
[cells by family (layout without fill, tap and decap cells)]
group	after synthesis	in the layout	share of synthesized area
AND-OR/OR-AND	297	297	0.0933
buffers and inverters	154	266	0.0341
other	0	1	0
AND/OR/NAND/NOR	254	254	0.0640
flip-flops	512	512	0.550
multiplexers	534	534	0.258
[how the worst min path moves through the flow]
| stage | depth (start not counted) | start | slack, ns | to |
|---|---|---|---|---|
| after CTS | 1 | registers[14][7] | 0.50 | registers[14][7] |
| after global routing | 1 | registers[0][11] | 0.51 | registers[0][11] |
| final | 1 | registers[14][4] | 0.50 | registers[14][4] |
[area by class of cell]
type | count | area [µm²]
sequential | 512 | 12800
clock inverter | 18 | 278
multi-input combinational | 1085 | 9670
timing repair buffer | 163 | 1380
inverter | 5 | 22.5
tap | 1030 | 1290
antenna | 1 | 2.50
clock buffer | 80 | 1580
fill | 7310 | 49300
Power figures rest on the tool's default switching activity, not on a simulated workload.
