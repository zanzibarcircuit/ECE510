==> flow/design.v <==
`timescale 1ns/1ps
module fc2x2 (
  input  clk,
  input  en,
  input  signed [15:0] z0,
  input  signed [15:0] z1,
  output reg           done,
  output reg signed [15:0] out0,
  output reg signed [15:0] out1
);
  reg signed [15:0] w00, w01, w10, w11;
  reg signed [31:0] acc0, acc1;
  initial begin
    w00 = 16'd1;   
    w01 = 16'd2;
    w10 = 16'd3;   
    w11 = 16'd4;
  end
  always @(posedge clk) begin
    if (en) begin
      acc0 = w00*z0 + w01*z1;
      acc1 = w10*z0 + w11*z1;
      out0 <= acc0[17:2];
      out1 <= acc1[17:2];
      done <= 1'b1;
    end else begin
      done <= 1'b0;
    end
  end
endmodule
==> flow/run.sh <==
#!/bin/bash
# OpenROAD 26Q1-2900-gdf79404cd8, Yosys 0.63+post, stock flow scripts
make -C /OpenROAD-flow-scripts/flow DESIGN_CONFIG=/design/flow/config.mk WORK_HOME=/design/flow/orfs finish
==> flow/config.mk <==
export PLATFORM = sky130hd
export DESIGN_NAME = fc2x2
export DESIGN_NICKNAME = fc2x2
export VERILOG_FILES = /design/flow/design.v
export SDC_FILE = /design/flow/constraint.sdc
export NUM_CORES = 4
export LEC_CHECK = 1
export CORE_UTILIZATION = 40
==> flow/constraint.sdc <==
current_design fc2x2

set clk_period 10.2
set clk_io_pct 0.2

create_clock -name clk0 -period $clk_period [get_ports {clk}]

set non_clock_inputs [all_inputs -no_clocks]
set_input_delay [expr $clk_period * $clk_io_pct] -clock clk0 $non_clock_inputs
set_output_delay [expr $clk_period * $clk_io_pct] -clock clk0 [all_outputs]
==> flow_metrics.rpt <==
RUN METRICS
----------------------------------------------------
[Logic synthesis]
  Seq share, synth ........................ a little under a third
  Cell type with the largest total area after synthesis ........................ edfxtp_1
  Top cell type by instance count after synthesis ........................ inv_1
  Biggest area cells ........................ edfxtp_1 (31%), ha_1 (18%), fa_1 (10%)
  Top post-synthesis cells by count ........................ inv_1 (68), ha_1 (44), edfxtp_1 (32)
  Cell variety after synth ........................ roughly 45
  Post-synthesis chip area from yosys ........................ 3140 sq um
  Count of warnings emitted by yosys ........................ 1
  Cell area after synthesis ........................ 3140 sq um
  Average cell area after synthesis ........................ ~9.6 sq um
  Primary flip-flop cell chosen by synthesis mapping ........................ edfxtp_1
  Number of enable flip-flop cells ........................ 32
  Yosys cell count ........................ 326
  Share of the synthesized area in the top cell type ........................ 30.6%
  Cell count after synthesis ........................ 326
  Register bit count reported by yosys ........................ 33
  Share of synthesized registers carrying an async set or reset ........................ 0%

[Min path]
  Capture endpoint of the worst hold path ........................ out0[0]$_DFFE_PP_
  Worst min-delay path startpoint ........................ z1[1]
  Cells on Worst Hold Path ........................ 2
  Type of the worst min-delay path ........................ in -> reg

[Worst setup path]
  Critical path, cell by cell ........................ clkdlybuf4s50_1, ha_1, inv_1, fa_1, inv_1, ha_1, fa_1, a21oi_1, o21ai_0, a221oi_2, mux2i_1, a2111oi_2
  Biggest fanout along the worst timing path ........................ 4
  Max stage delay on crit path ........................ 0.51 ns
  Worst path bufs/invs ........................ 3
  Critical path capture point type ........................ flip-flop
  CP startpoint kind ........................ input port
  WS Path Type ........................ in -> reg
  Required time at the endpoint of the critical path ........................ between 10 and 15 ns
  Data arrival time of the critical path ........................ 5.24 ns
  Critical path's top delay family ........................ adder cells
  Critical-path cell with the highest stage delay ........................ clkdlybuf4s50_1

[STA]
  Final critical-path required period ........................ 5.15 ns
  Number of endpoints failing setup at the final stage ........................ 0
  Number of failing hold endpoints at the final stage ........................ 0
  Relative slew margins ........................ 53.5%
  Maximum clock rate ........................ 194 MHz
  Sum of negative setup slack ........................ 0 ns
  Max-slew violation count ........................ 0
  Worst-margin pin slew ........................ ~0.70 ns
  Period Utilization, post-route ........................ between 50% and 60%
  Setup repair after global routing missed its margin ........................ no

[Clock tree]
  Clock Sink Count ........................ 33
  Number of post-CTS setup repair buffers ........................ 0
  Number of buffers created by CTS ........................ 5
  Quantity of gates resized following cts ........................ 0
  Buffer levels on the longest clock path ........................ 2
  Count of hold buffers inserted by post-cts repair ........................ 0
  Clock tree from TritonCTS ........................ built
  Maximum level of the CTS H-tree ........................ 2
  Post-CTS clock slew at the launch and capture registers of the worst setup and hold paths ........................ 0.07 ns
  Root cell of the clock tree ........................ clkbuf_8

[Final layout]
  Final Util ........................ a little over half
  Filler Cells Inserted ........................ 653
  Share of post-route cells with drive strength above 1 ........................ under 10%
  Area growth from synthesis to layout ........................ 28.0%

[Detailed routing]
  DR iter-0 viols ........................ 76
  DRC Markers ........................ 0
  Routed via count ........................ 2,467
  Post-DR wirelength/cell ........................ 11.7 um
  Number of diodes ........................ 0
  Number of antenna-violating nets in the routed design ........................ 0
  Total wire length ........................ between 5 and 6 mm
  Vias per cell ........................ 4.94
  Initial DRT Pass Iterations ........................ 4

[Die]
  Total number of placement rows ........................ 31
  Y dimension of the die ........................ 90.6 um
  Fp util ........................ 42.3%
  Core outline area ........................ 7410 sq um
  Chip Area ........................ ~8200 sq um
  Top-Level Pins ........................ 67
  Horizontal extent of the die ........................ 90.6 um

[Global route]
  Via count of the first global-routing pass ........................ 2,415
  First-pass GRT wire length ........................ 10.5 mm
  Initial antenna violation count ........................ 0
  Largest net degree at the start of global routing ........................ 19
  Leftover overflow at the end of global routing ........................ 0
  Total Routing Usage GR ........................ ~16%

[Run status]
  Result of the run ........................ finished clean

[Power]
  Reported leakage power ........................ roughly 1.8 nW
  Pwr Density ........................ 140 nW/um^2
  Maximum vdd drop ........................ about 0.000070 V
  Post-layout power ........................ 562 uW

[Flow run]
  Tally of max-capacitance violations ........................ 0
  OpenROAD warning count ........................ 25

[Placed design]
  Dpl hpwl ........................ 4.87 mm
  Routability cong. ........................ 0.853
  # port buffers ........................ 66

----------------------------------------------------
per-stage QoR:
| step | worst slack [ns] | cell area, sq um | hold WS (ns) | instances |
|---|---|---|---|---|
| floorplan | 5.56 | 3140 | 2.07 | 326 |
| global placement | 4.79 | 3930 | 2.70 | 491 |
| detailed placement | 4.72 | 3930 | 2.70 | 491 |
| CTS | 5.04 | 4020 | 2.58 | 499 |
| global route | 4.78 | 4020 | 2.60 | 499 |
| finish | 5.05 | 4020 | 2.57 | 499 |
report_power, final:
group | switching (mW) | internal (mW) | leakage, nW
registers | 0.00770 | 0.194 | 0.322
logic | 0.117 | 0.141 | 1.48
clock network | 0.0458 | 0.0550 | 0.0455
total | 0.171 | 0.391 | 1.85
metal layers:
layer / GRT usage [%] / part of all wire, % / vias to the layer above
li1: - / - / 1270
met3: 2.48 / 4.7 / 7
met2: 26.4 / 46 / 58
met4: 1.34 / 1.1 / 0
met1: 24.4 / 49 / 1132
met5: 0 / 0 / -
worst max path at each step:
stage,start,to,depth (start not counted)
6_report,z0[2],out1[15]$_DFFE_PP_,12
5_1_grt,z0[2],out1[15]$_DFFE_PP_,12
4_1_cts,z0[2],out1[15]$_DFFE_PP_,12
cell families after synthesis:
| group | synth area share [%] |
|---|---|
| XOR/XNOR | 6.14 |
| AND/OR/NAND/NOR | 11.7 |
| adder cells (fa/ha/maj) | 27.8 |
| buffers and inverters | 8.26 |
| AND-OR/OR-AND | 14.5 |
| multiplexers | 0.319 |
| flip-flops | 31.3 |
flip-flops by register name, summed over array words and instances (netlist names):
name,count
done,1
out1,16
out0,16
cell type report:
class | count | area [sq um] | share of cell area [%]
clock buffer | 8 | 90.1 | 2.24
inverter | 68 | 255 | 6.36
multi-input combinational | 224 | 1900 | 47.2
sequential | 33 | 981 | 24.4
tap | 99 | 124 | 3.09
timing repair buffer | 67 | 668 | 16.6
cell usage in the layout (no fill, tap or decap), types with 9 or more instances in the layout:
cell type,count
inv_1,68
clkdlybuf4s50_1,66
ha_1,44
edfxtp_1,32
a21oi_1,24
nand2_1,24
nor2_1,17
fa_1,16
xnor2_1,12
nand3_1,10
xor2_1,10
a21o_1,9
o21ai_0,9
No activity file was given, so power comes from the tool's default toggle rates.
