--- flow/design.v ---
`timescale 1ns/1ps
module conv1d_k1 #(
  parameter IN_CH      = 2,
  parameter OUT_CH     = 1,
  parameter DATA_WIDTH = 16
)(
  input  logic                         clk,
  input  logic                         en,
  input  logic signed [DATA_WIDTH-1:0] din0,
  input  logic signed [DATA_WIDTH-1:0] din1,
  output logic                         out_valid,
  output logic signed [DATA_WIDTH-1:0] dout0
);
  reg signed [DATA_WIDTH-1:0] w0 = 3, w1 = 5;
  reg signed [DATA_WIDTH+8:0] acc;
  always @(posedge clk) begin
    if (en) begin
      acc        = w0*din0 + w1*din1;
      dout0 <= acc[DATA_WIDTH+4 -: DATA_WIDTH];
      out_valid  <= 1;
    end else begin
      out_valid <= 0;
    end
  end
endmodule
`timescale 1ns/1ps
module conv1d_k3 #(
  parameter IN_CH      = 2,
  parameter OUT_CH     = 1,
  parameter DATA_WIDTH = 16
)(
  input  logic                         clk,
  input  logic                         en,
  input  logic signed [DATA_WIDTH-1:0] din0,
  input  logic signed [DATA_WIDTH-1:0] din1,
  output logic                         out_valid,
  output logic signed [DATA_WIDTH-1:0] dout0
);
  reg signed [15:0] buf1_0 = 0, buf2_0 = 0;
  reg signed [15:0] buf1_1 = 0, buf2_1 = 0;
  initial begin
    buf1_0 = '0;
    buf2_0 = '0;
    buf1_1 = '0;
    buf2_1 = '0;
  end
  reg signed [DATA_WIDTH-1:0] w00 = 1, w01 = 2, w02 = 3;
  reg signed [DATA_WIDTH-1:0] w10 = 4, w11 = 5, w12 = 6;
  reg signed [DATA_WIDTH+8:0] acc;
  always @(posedge clk) if (en) begin
    buf2_0 <= buf1_0; buf1_0 <= din0;
    buf2_1 <= buf1_1; buf1_1 <= din1;
  end
  always @(posedge clk) begin
    if (en) begin
      acc = w00*buf2_0 + w01*buf1_0 + w02*din0
          + w10*buf2_1 + w11*buf1_1 + w12*din1;
      dout0 <= acc[DATA_WIDTH+4 -: DATA_WIDTH];
      out_valid <= 1;
    end else
      out_valid <= 0;
  end
endmodule
`timescale 1ns/1ps
module decoder_top #(
  parameter DATA_WIDTH = 16
)(
  input  logic                        clk,
  input  logic                        start,
  input  logic signed [DATA_WIDTH-1:0] din,
  output logic                        done,
  output logic signed [DATA_WIDTH-1:0] dout
);
  logic v0, v1, v2, v3, v4, v5, v6, v7, v8, v9;
  always_ff @(posedge clk) v0 <= start;
  logic signed [DATA_WIDTH-1:0] s1;
  relu16 #(.DATA_WIDTH(DATA_WIDTH)) u1 (
    .clk(clk), .en(v0), .din(din), .dout(s1)
  );
  always_ff @(posedge clk) v1 <= v0;
  logic signed [DATA_WIDTH-1:0] s2;
  logic                         u2;
  upsample2 #(.DATA_WIDTH(DATA_WIDTH)) u2p (
    .clk(clk), .en(v1), .din(s1),
    .out_valid(u2), .dout(s2)
  );
  always_ff @(posedge clk) v2 <= u2;
  logic signed [DATA_WIDTH-1:0] s3;
  logic                         u3;
  conv1d_k3 #(
    .IN_CH     (1),
    .OUT_CH    (1),
    .DATA_WIDTH(DATA_WIDTH)
  ) u3c (
    .clk      (clk),
    .en       (v2),
    .din0     (s2),
    .din1     (16'sd0),     
    .out_valid(u3),
    .dout0    (s3)
  );
  always_ff @(posedge clk) v3 <= u3;
  logic signed [DATA_WIDTH-1:0] s4;
  relu16 #(.DATA_WIDTH(DATA_WIDTH)) u4 (
    .clk(clk), .en(v3), .din(s3), .dout(s4)
  );
  always_ff @(posedge clk) v4 <= v3;
  logic signed [DATA_WIDTH-1:0] s5;
  logic                         u5;
  upsample2 #(.DATA_WIDTH(DATA_WIDTH)) u5p (
    .clk(clk), .en(v4), .din(s4),
    .out_valid(u5), .dout(s5)
  );
  always_ff @(posedge clk) v5 <= u5;
  logic signed [DATA_WIDTH-1:0] s6;
  logic                         u6;
  conv1d_k3 #(
    .IN_CH     (1),
    .OUT_CH    (1),
    .DATA_WIDTH(DATA_WIDTH)
  ) u6c (
    .clk      (clk),
    .en       (v5),
    .din0     (s5),
    .din1     (16'sd0),     
    .out_valid(u6),
    .dout0    (s6)
  );
  always_ff @(posedge clk) v6 <= u6;
  logic signed [DATA_WIDTH-1:0] s7;
  relu16 #(.DATA_WIDTH(DATA_WIDTH)) u7 (
    .clk(clk), .en(v6), .din(s6), .dout(s7)
  );
  always_ff @(posedge clk) v7 <= v6;
  logic signed [DATA_WIDTH-1:0] s8;
  logic                         u8;
  conv1d_k1 #(
    .IN_CH     (1),
    .OUT_CH    (1),
    .DATA_WIDTH(DATA_WIDTH)
  ) u8c (
    .clk      (clk),
    .en       (v7),
    .din0     (s7),
    .din1     (16'sd0),     
    .out_valid(u8),
    .dout0    (s8)
  );
  always_ff @(posedge clk) v8 <= u8;
  relu16 #(.DATA_WIDTH(DATA_WIDTH)) u9 (
    .clk(clk), .en(v8), .din(s8), .dout(dout)
  );
  always_ff @(posedge clk) v9 <= v8;
  assign done = v9;
endmodule
`timescale 1ns/1ps
module relu16 #(
  parameter DATA_WIDTH = 16
)(
  input  logic                      clk,
  input  logic                      en,     
  input  logic signed [DATA_WIDTH-1:0] din,
  output logic signed [DATA_WIDTH-1:0] dout
);
  always_ff @(posedge clk) begin
    if (en)
      dout <= (din[DATA_WIDTH-1] ? '0 : din);
  end
endmodule
`timescale 1ns/1ps
module upsample2 #(
  parameter DATA_WIDTH = 16
)(
  input  logic                      clk,
  input  logic                      en,         
  input  logic signed [DATA_WIDTH-1:0] din,
  output logic                      out_valid,  
  output logic signed [DATA_WIDTH-1:0] dout
);
  logic toggle;   
  always_ff @(posedge clk) begin
    if (en) begin
      toggle    <= 1'b0;
      dout      <= din;
      out_valid <= 1'b1;
    end
    else if (out_valid) begin
      if (!toggle) begin
        toggle    <= 1'b1;
        out_valid <= 1'b1;
      end else begin
        out_valid <= 1'b0;
      end
    end else begin
      out_valid <= 1'b0;
    end
  end
endmodule
--- flow/run.sh ---
#!/bin/bash
# OpenROAD 26Q1-2900-gdf79404cd8, Yosys 0.63+post, stock flow scripts
make -C /OpenROAD-flow-scripts/flow DESIGN_CONFIG=/design/flow/config.mk WORK_HOME=/design/flow/orfs finish
--- flow/config.mk ---
export PLATFORM = sky130hd
export DESIGN_NAME = decoder_top
export DESIGN_NICKNAME = decoder_top
export VERILOG_FILES = /design/flow/design.v
export SDC_FILE = /design/flow/constraint.sdc
export NUM_CORES = 4
export LEC_CHECK = 1
export CORE_UTILIZATION = 40
--- flow/constraint.sdc ---
current_design decoder_top

set clk_period 10.1
set clk_io_pct 0.2

create_clock -name clk0 -period $clk_period [get_ports {clk}]

set non_clock_inputs [all_inputs -no_clocks]
set_input_delay [expr $clk_period * $clk_io_pct] -clock clk0 $non_clock_inputs
set_output_delay [expr $clk_period * $clk_io_pct] -clock clk0 [all_outputs]
==> results.json <==
{
  "seq_area_frac_synth": 0.549,
  "root_buffer": "clkbuf_16",
  "fp_util": 0.408,
  "synth-edff-count": 163,
  "tns_ns": 0,
  "drt_iter0_drc": 165,
  "cts_made_buffers": 17,
  "grt.overflow.total": 0,
  "cts-resized-gates": 0,
  "antenna_cells": 0,
  "power_density_nw_per_um2": 356,
  "cap_violations": 0,
  "maxSlewViolCount": 0,
  "pin_count": 35,
  "cp_slowest_stage_delay_ns": 0.43,
  "track_usage": 0.125,
  "tool_warnings": 29,
  "postSynthAreaPerCell_um2": 12.9,
  "timing.hold.ws_ns": 0.328,
  "rsz0062_at_grt": "false",
  "numPlacedInstances": 1084,
  "final_cells": 1116,
  "placed_area_um2": 10200,
  "cp_top_family": "AND-OR/OR-AND gates",
  "finalCritPeriodShare": 0.404,
  "synthToLayoutAreaGrowth_pct": 13.2,
  "via_per_inst": 4.91,
  "ant_nets": 0,
  "relSlewSlack": 0.535,
  "wl_per_cell_um": 12.1,
  "cp_max_fo": 3,
  "gp_congestion": 0.832,
  "timing.final.ws_setup_ns": 6.02,
  "outcome": "complete, no violations",
  "grt_max_degree": 45,
  "grt_pass1_vias": 5291,
  "hpwl_um": 9980,
  "coreArea_um2": 23400,
  "clock_sink_count": 180,
  "final_cell_area_um2": 10800,
  "fmax_mhz": 245,
  "crit_path_top_delay_cell": "fa_1",
  "synth_top_area_share": 0.513,
  "cts.reportedPaths.clkPinSlew_ns": 0.08,
  "htreeDepth": 4,
  "max_slew.worst_pin.slew_ns": 0.696,
  "cts_setup_buffers": 0,
  "die_x_um": 156,
  "die_y_um": 156,
  "hold_path_class": "flop to flop",
  "wl_um": 13500,
  "synth_top_cell_by_area": "edfxtp_1",
  "period_minus_slack_ns": 4.08,
  "drt_first_pass_iters": 4,
  "yosysChipArea_um2": 9540,
  "synth.distinct_cells": 55,
  "crit_path_start_kind": "flop",
  "setup_viol": 0,
  "ys_ff": 180,
  "rows": 56,
  "insertion_delay_ns": 0.43,
  "async_flop_share": 0,
  "cp.required_ns": 10.28,
  "antenna_found_initial": 0,
  "yosys_warnings": 5,
  "yosysMostFrequentCell": "edfxtp_1",
  "ys_cells": 740,
  "portBuffers": 26,
  "clockBufferDepth": 2,
  "drc": 0,
  "synth_top_flop_cell": "edfxtp_1",
  "ir_drop_uv": 168,
  "hold_viol_final": 0,
  "top_cells_by_area": "edfxtp_1, ha_1, xnor2_1",
  "cts_tree": "built",
  "netlist_top_cells_count": "edfxtp_1, ha_1, nor2_1",
  "layout-drive-gt1-share": 0.0590,
  "cts_hold_buf": 0,
  "cp.arrival_ns": 4.26,
  "post-place-ws_ns": 6.06,
  "crit_path_cell_trace": "ha_1 > ha_1 > fa_1 > a211oi_1 > nor2_1 > o22a_1 > a41oi_1 > nor2b_1 > xnor2_1 > ha_1 > o21ai_0 > nand2b_1 > nand2_1 > o211ai_2 > a31o_2 > a21o_1",
  "chip_area_um2": 24500,
  "final.setup_skew_ns": 0.0161,
  "synth.cell_area_um2": 9540,
  "critPathBufInv": 0,
  "crit_path_frequent_cell": "ha_1",
  "vias": 5482,
  "grt_pass1_wl_um": 23500,
  "synth_cells": 740,
  "crit_path_end_kind": "flop",
  "crit_type": "flop to flop",
  "leakage_nw": 4.43
}
-- cell type report --
type / count / area (µm²)
Fill cell: 2100 / 12600
Sequential cell: 180 / 5240
Multi-Input combinational cell: 522 / 4130
Clock buffer: 17 / 425
Tap cell: 319 / 399
Timing Repair Buffer: 28 / 275
Clock inverter: 15 / 195
Inverter: 35 / 131
-- layout by cell type, fill, tap and decap left out, types with 8 or more instances in the layout --
master and n:
a21o_1 21, nand3_1 15, nor2b_1 23, dfxtp_1 16
o21a_1 12, nor2_1 48, a211oi_1 10, nand2b_1 10
xnor2_1 47, conb_1 8, a21oi_1 44, edfxtp_1 163
clkdlybuf4s50_1 26, ha_1 127, nand2_1 28, nor3_1 13
o21bai_1 8, clkbuf_16 17, o21ai_0 24, inv_1 35
xor2_1 15
-- stage by stage --
stage | total power [mW] | util
2_1_floorplan | 2.81 | -
3_5_place_dp | 3.19 | 0.435
4_1_cts | 3.89 | 0.461
6_report | 3.85 | 0.461
3_3_place_gp | 3.17 | 0.435
5_1_grt | 4.21 | 0.461
-- kinds of logic after synthesis --
group / share of synthesized area
AND-OR/OR-AND: 0.117
XOR/XNOR: 0.0569
adder cells (fa/ha/maj): 0.175
buffers and inverters: 0.0209
flip-flops: 0.549
other: 0.000393
AND/OR/NAND/NOR: 0.0812
-- per-layer routing --
| metal | global-route usage | part of all wire | up-vias | wire length (µm) |
|---|---|---|---|---|
| met5 | 0 | 0 | - | 0 |
| met4 | 0.0177 | 0.015 | 0 | 205 |
| met3 | 0.0192 | 0.025 | 11 | 339 |
| met2 | 0.222 | 0.51 | 57 | 6940 |
| met1 | 0.172 | 0.45 | 2539 | 6060 |
| li1 | - | - | 2875 | - |
-- sequential cells by signal (all words and copies together) (netlist names), 11 cells and up --
name / flops
u1.dout: 15
u3c.buf1_0: 15
u4.dout: 13
u6c.dout0: 11
u3c.dout0: 13
u6c.buf2_0: 13
u5p.dout: 13
u3c.buf2_0: 15
u6c.buf1_0: 13
u2p.dout: 15
u7.dout: 11
-- final timing paths --
kind / start / endpoint / slack, ns / depth (start not counted)
worst max-delay path: u2p.dout[1]$_DFFE_PP_ / u3c.dout0[12]$_DFFE_PP_ / 6.02 / 16
worst min-delay path: u3c.out_valid$_DFF_P_ / v3$_DFF_P_ / 0.33 / 0
worst max register to register: u2p.dout[1]$_DFFE_PP_ / u3c.dout0[12]$_DFFE_PP_ / 6.02 / 16
worst min register to register: u3c.out_valid$_DFF_P_ / v3$_DFF_P_ / 0.33 / 0
-- where the power goes --
part | internal [mW] | leakage [nW] | switching, mW
sequential | 1.17 | 1.82 | 0.0796
combinational | 0.905 | 2.30 | 1.02
clock | 0.342 | 0.301 | 0.329
total | 2.42 | 4.43 | 1.43
Power figures rest on the tool's default switching activity, not on a simulated workload.
